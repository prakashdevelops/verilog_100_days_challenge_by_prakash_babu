==> design/flow/design.v <==
`timescale 1ns / 1ps
module fsm_1011(clk,rst,in,out);
    parameter s0=3'b000,
              s1=3'b001,
              s2=3'b010,
              s3=3'b011,
              s4=3'b100;
    reg [2:0] p_s,n_s;
    input clk,rst,in; 
    output out;
    always@(posedge clk)
        begin
        if(rst)
         begin
         p_s<=s0;
         end
         else
         p_s<=n_s;
        end
   always@(*)
    begin
       n_s=s0;
        case(p_s)
            s0:if(in==1'b0)
                n_s=s0;
                else
                n_s=s1;
            s1:if(in==1'b0)
                n_s=s2;
                else
                n_s=s1;
            s2:if(in==1'b1)
                n_s=s3;
                else
                n_s=s0;
            s3:if(in==1'b1)
                n_s=s4;
                else
                n_s=s2;
            s4:if(in==1'b1)
                n_s=s1;
                else
                n_s=s2;
         endcase
    end
   assign out=(p_s==s4)?1:0;
endmodule
==> design/flow/run.sh <==
#!/bin/bash
# OpenROAD 26Q1-2900-gdf79404cd8, Yosys 0.63+post, stock flow scripts
make -C /OpenROAD-flow-scripts/flow DESIGN_CONFIG=/design/flow/config.mk WORK_HOME=/design/flow/orfs finish
==> design/flow/config.mk <==
export PLATFORM = sky130hd
export DESIGN_NAME = fsm_1011
export DESIGN_NICKNAME = fsm_1011
export VERILOG_FILES = /design/flow/design.v
export SDC_FILE = /design/flow/constraint.sdc
export NUM_CORES = 4
export LEC_CHECK = 1
export CORE_AREA = 10 10 70 70
export DIE_AREA = 0 0 80 80
==> design/flow/constraint.sdc <==
current_design fsm_1011

set clk_period 1.1
set clk_io_pct 0.2

create_clock -name clk0 -period $clk_period [get_ports {clk}]

set non_clock_inputs [all_inputs -no_clocks]
set_input_delay [expr $clk_period * $clk_io_pct] -clock clk0 $non_clock_inputs
set_output_delay [expr $clk_period * $clk_io_pct] -clock clk0 [all_outputs]
==> Slide: Implementation Results <==
Implementation Results

Yosys
  – Register share after synthesis: 62.0%
  – Most common reg cell: dfxtp_1
  – Mapped Cells: 13
  – Synthesized area: 161 um2
  – Top area cell types: dfxtp_1 (62%), and3b_1 (11%), nor3b_2 (7.8%)
  – Share of flip-flops with an asynchronous set or reset: 0%
  – Syn Area/Cell: 12.4 um2
  – Yosys Instances: 13
  – Ys Warns: 1
  – Post-synth EDFFs: 0
  – Area share, top type: 62.0%
  – Cell taking the most area after synthesis: dfxtp_1
  – Flops after synth: 5
  – Netlist cell types: 7
  – Commonest cells post-synth: dfxtp_1 (5), and3b_1 (2), nor3_1 (2)
  – Yosys top cell by instances: dfxtp_1
  – YS chip area: 161 um2

Critical path
  – R2r worst-path depth: 3
  – Worst R2R Start: p_s[1]$_DFF_P_
  – Worst reg2reg endpoint: p_s[2]$_DFF_P_
  – Slowest stage delay, CP: approximately 0.30 ns
  – Worst EP arrival: slightly below 0.8 ns
  – R2R setup slack: 0.31 ns
  – Setup crit end: out
  – Worst setup SP type: flip-flop
  – CP Data Required Time: 0.88 ns
  – CP top delay family: flip-flops
  – CP Class: flip-flop to output port
  – Setup crit start: p_s[1]$_DFF_P_
  – Number of cells on the critical path: 1
  – CP endpoint kind: output port
  – Cell Chain, Critical Path: dlygate4sd2_1
  – CP bufs+invs: 1
  – CP max-delay cell: dfxtp_1
  – CP Max Fanout: 2

Final timing
  – Tightest Pin Transition: ~0.17 ns
  – Slew Viols, Final: 0
  – Clock Skews: 0.00475 ns
  – Max Fclk: 0.992 GHz
  – WHS: about 0.49 ns
  – Setup TNS: 0 ns
  – RSZ-0062 raised after global routing: no
  – Rel. slew slack: 88.3%
  – Final min period: approximately 1 ns
  – Final-report setup violation count: 0
  – Final Hold Violating Endpoints: 0
  – Tcrit/Tclk final: 91.7%

Clock network
  – CTS tree: yes
  – CTS Buf Count: 3
  – Bufs on Longest Clock Path: 2
  – Late-Pin Clk Latency: 0.25 ns
  – H-tree Lvls: 1
  – Clock Pin Slew Worst Setup and Hold Paths: 0.05 ns
  – CTS root buffer: clkbuf_4
  – CTS Sinks: 5
  – CTS Hold Bufs: 0

Drt
  – Final routed DRC violation total: 0
  – Vias: approximately 120
  – Routed Antenna Nets: 0
  – Met2 wire length: 104 um
  – Met3 WL: 83 um
  – Max Used Layer: met3
  – DR iter-0 viols: 3
  – Final Routed Wirelength: 374 um
  – ANT cells: 0
  – Average vias per placed instance: 1.85
  – Drt pass-1 iters: 4
  – DR WL/cell: 5.58 um
  – Wl on met1: about 190 um

Power
  – PD cells: 1540 nW/um2
  – Peak VDD IR: between 0.3 and 0.4 mV
  – Leakage power: 0.111 nW
  – Total power: between 400 and 500 uW

Floorplanning
  – # IOs: 4
  – Die Span X: about 80 um
  – Chip Height: 80 um
  – Die ar.: 6400 um2
  – Row count: 21
  – Fp util: 4.73%
  – Core area: around 3400 um2

Cells and area
  – Top reg by flops: p_s
  – Fraction of layout cells with a size suffix above 1: 33.3%
  – Largest regs: p_s (5)
  – Area grow syn2layout: 75.2%
  – Post-route cell area: approximately 280 um2
  – Max FFs per register: 5
  – Final design utilization: 8.28%

Placed design
  – Placement Cell Area: ~260 um2
  – Gpl congestion: around 0.69
  – Post-DP HPWL: 275 um
  – Buffers on Ports: 3

Global route
  – Number of global-route vias before repair: 142
  – Total GRT Usage: ~1.4%
  – Initial antenna violation count: 0
  – Largest net degree at the start of global routing: 6
  – First-pass GRT wire length: roughly 660 um
  – Overflow left after global routing: 0

Flow run
  – Stage-log warning count: 25
  – Max Cap Viol: 0

Run status
  – Status: complete, no violations

Hold path
  – Hold path start: p_s[2]$_DFF_P_
  – Worst hold path class: flip-flop to flip-flop
worst min path at each step:
stage / slack, ns / cells past startpoint / to
after CTS: 0.49 / 2 / p_s[0]$_DFF_P_
after global routing: 0.52 / 1 / p_s[1]$_DFF_P_
final: 0.49 / 2 / p_s[0]$_DFF_P_
stage by stage:
stage,setup WS [ns],std cells
global placement,0.0416,63
finish,0.0917,67
global route,0.0567,67
floorplan,0.456,13
CTS,0.0743,67
detailed placement,0.0244,63
cells by family after synthesis:
family and share of synthesized area [%]:
flip-flops 62.0, AND-OR/OR-AND 4.65, AND/OR/NAND/NOR 33.3
final cells by class:
type                    instances  area (um2)
fillers                       409        3130
flip-flops and latches          5         100
multi-input cells               8        61.3
well taps                      46        57.6
repair buffers                  4        36.3
clock buffers                   3        22.5
clock inverters                 1        5.00
routing by layer:
metal,global-route usage [%],vias up
met3,1.93,0
met1,1.33,54
met2,1.61,8
met5,0,-
li1,-,62
met4,0.528,0
worst reg2reg max path: cells and delay by family, from the launching register on:
family                 cells  cell delay (ns)
flip-flops                 1             0.30
AND/OR/NAND/NOR            2             0.25
buffers and inverters      1             0.13
what timing repair did:
item                       in CTS  in global routing
buffers inserted                0                  0
gates resized                   1                  0
setup endpoints to repair       1                  0
power by group:
part / switching, mW / internal [mW] / total (mW)
Combinational: 0.00901 / 0.0139 / 0.0229
Clock: 0.0880 / 0.132 / 0.220
Sequential: 0.00407 / 0.188 / 0.192
cell usage in the layout, fill, tap and decap left out:
cell and instances:
clkdlybuf4s50_1 2, dfxtp_1 5, nor3_1 2, buf_4 1, and3b_1 2, clkbuf_4 3, nor3b_2 1, nor2_1 1
o21bai_1 1, nor3_2 1, clkinv_2 1, dlygate4sd2_1 1
Power is estimated from default activity; no workload was simulated.
