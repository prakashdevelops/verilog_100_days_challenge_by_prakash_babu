[./run.sh]
#!/bin/bash
# OpenROAD 26Q1-2900-gdf79404cd8, Yosys 0.63+post, stock flow scripts
make -C /OpenROAD-flow-scripts/flow DESIGN_CONFIG=/design/flow/config.mk WORK_HOME=/design/flow/orfs finish
[./config.mk]
export PLATFORM = sky130hd
export DESIGN_NAME = lifo
export DESIGN_NICKNAME = lifo
export VERILOG_FILES = /design/flow/design.v
export SDC_FILE = /design/flow/constraint.sdc
export NUM_CORES = 4
export LEC_CHECK = 1
export CORE_UTILIZATION = 40
[./constraint.sdc]
current_design lifo

set clk_period 7.1
set clk_io_pct 0.2

create_clock -name clk0 -period $clk_period [get_ports {clk}]

set non_clock_inputs [all_inputs -no_clocks]
set_input_delay [expr $clk_period * $clk_io_pct] -clock clk0 $non_clock_inputs
set_output_delay [expr $clk_period * $clk_io_pct] -clock clk0 [all_outputs]
[./design.v]
`timescale 1ns / 1ps
module lifo(
    input clk, rst, we, re,
    input [7:0] data_in,
    output reg [7:0] data_out,
    output full, empty
);
    reg [7:0] mem[15:0];
    reg [4:0] pointer;  
    integer i;
    always @(posedge clk) begin
        if (rst) begin
            data_out <= 8'd0;
            pointer <= 5'd0;
            for (i = 0; i < 16; i = i + 1)
                mem[i] <= 8'd0;
        end
        else if (we && !full) begin
            mem[pointer] <= data_in;
            pointer <= pointer + 1;
        end
        else if (re && !empty) begin
            pointer <= pointer - 1;
            data_out <= mem[pointer - 1];
        end
    end
    assign full = (pointer == 5'd16);  
    assign empty = (pointer == 5'd0);  
endmodule
==> ci_impl_report.md <==
### Metrics collected by this job

| Metric | Value |
|---|---|
| Outcome | finished, final reports clean |
| Post-cts sizing count | 0 |
| Crit path cell chain | buf_4 > inv_2 > ha_1 > nand4bb_1 > inv_1 > clkdlybuf4s50_1 |
| DRC | 0 |
| Clock network fraction of total power | a little over a third |
| Crit path max fanout | 26 |
| Grt total ovfl | 0 |
| Max-cap violations | 0 |
| Most used logic cell in the final layout | edfxtp_1 |
| Kind of critical path | reg2out |
| Worst Hold Endpoint | data_out[4]$_SDFFE_PP0P_ |
| Cell family with the largest share of critical-path delay | buffers and inverters |
| H-tree levels | 4 |
| Seq/Total Area, Yosys | between 60% and 70% |
| Die Span Y | approximately 130 um |
| Sequential power share | roughly 40% |
| Fmax achieved | between 200 and 250 MHz |
| Sw Share | between 20% and 30% |
| RSZ-0062 raised after global routing | false |
| Worst reg2reg endpoint | data_out[5]$_SDFFE_PP0P_ |
| FFs w/ async S/R, synth | 0% |
| Post-Syn Instances | approximately 450 |
| Buf+Inv Stages, Crit Path | 4 |
| Diodes inserted | 0 |
| Number of global-route vias before repair | just under 4000 |
| Worst-Skew Late Latency | between 0.4 and 0.5 ns |
| Crit path arrival time | 2.62 ns |
| Post-DP Area | 7086 sq um |
| Initial Utilization | around two fifths |
| CTS Hold Bufs | 0 |
| First-pass GRT wire length | ~23000 um |
| Total Wirelength | around 15000 um |
| Non-filler cells, final | roughly 700 |
| Max Slew Vio Count | 0 |
| CORE AREA | between 15000 and 20000 sq um |
| Post-synth EDFFs | about 130 |
| CTS buffer count | 17 |
| DR vias/cell | 5.283 |
| Worst flop-to-flop path startpoint | pointer[0]$_SDFFE_PP0P_ |
| Buffers on Ports | 21 |
| Hold Startpoint | data_out[4]$_SDFFE_PP0P_ |
| FILL cells | approximately 1400 |
| Dpl hpwl | 10080 um |
| Final worst clock skew | between 0.006 and 0.007 ns |
| Die width | 131.6 um |
| Worst path slowest cell | clkdlybuf4s50_1 |
| Critical Path End Type | output port |
| Post-synth regs | 141 |
| Die footprint | ~17000 sq um |
| Chip area line of the yosys report | roughly 6700 sq um |
| Reg2reg setup slack | about 3.8 ns |
| CP startpoint kind | register |
| Area leader, netlist | edfxtp_1 |
| Gp weighted congestion | 0.9115 |
| Power Density | 324.5 nW/um^2 |
| Final hold slack | 0.4917 ns |
| Mapped Area | ~6700 sq um |
| Largest net degree at the start of global routing | 27 |
| Req. time, crit path | 5.68 ns |
| Design Area, Final | about 7700 sq um |
| Site Rows | between 40 and 50 |
| Reg clk slew, reported paths | approximately 0.06 ns |
| Post-CTS setup buffer count | 0 |
| Top-area cell share | ~57% |
| GRT Total Usage | between 15 and 20% |
| Most common logic cells in the final layout | edfxtp_1 (128), and2_1 (122), clkdlybuf4s50_1 (21) |
| Slew Limit Headroom | 42.22% |
| Slew at the pin closest to its max-slew limit | about 0.86 ns |
| DR WL/cell | about 21 um |
| Mapped Avg Cell Area | 14.86 sq um |
| Vias post-DR | ~3700 |
| Clk buf depth | 2 |
| Max VDD drop | 0.0003065 V |
| Placed cell count | roughly 670 |
| CTS Root Cell | clkbuf_16 |
| Slowest stage delay, CP | ~0.48 ns |
| Fin. Hold Viols | 0 |
| Main synth FF type | edfxtp_1 |
| Minimum clock period | just over 4 ns |
| Logic area | 2439 sq um |
| Combinational share of power | between 20% and 30% |
| Distinct lib cells | between 40 and 50 |
| Yosys cell count | 452 |
| Share of layout cells above drive strength 1 | between 10% and 20% |
| P_int | roughly 1.8 mW |
| Tcrit/Tclk final | a little under three fifths |
| CTS tree | done |
| Number of routed nets with antenna violations | 0 |
| Min-Delay Path Class | reg2reg |
| WHS Path Cells | 1 |
| Antenna violations before repair | 0 |
| R2R depth | 8 |
| DRT iter0 DRCs | 185 |
| Clock sink count | roughly 140 |
| Setup TNS | 0 ns |
| Io pins | 22 |
| Leakage dissipation | 2.875 nW |
| FF+latch area | between 4000 and 5000 sq um |
| Initial DRT Pass Iterations | 4 |
| Worst setup startpoint | pointer[0]$_SDFFE_PP0P_ |
| OpenROAD warnings | 28 |
| P&R area growth vs syn | 14.38% |
| Yosys warnings | 1 |
| Final setup viols | 0 |
| Top cells by area | edfxtp_1 (57%), and2_1 (11%), mux4_2 (6.0%) |
| Reported net switching power | slightly below 700 uW |
## stage by stage
step	power [mW]	worst slack (ns)	util, %
after global placement	1.623	3.293	43.03
final	2.494	3.057	46.67
after detailed placement	1.630	3.158	43.03
after CTS	2.512	3.058	46.67
after global routing	2.597	2.880	46.67
after floorplan	1.454	4.198	-
## worst max-delay path by stage
stage | end | depth (start not counted)
finish | full | 6
global route | full | 6
CTS | full | 6
## per-layer routing
| layer | up-vias | share of wire, % | GRT usage [%] |
|---|---|---|---|
| met5 | - | 0 | 0 |
| met4 | 0 | 1.4 | 2.390 |
| met3 | 17 | 10 | 9.299 |
| met2 | 164 | 47 | 29.01 |
| met1 | 1784 | 41 | 28.39 |
| li1 | 1733 | - | - |
## power by group through the flow
| stage | clock network, mW | logic (mW) | registers (mW) |
|---|---|---|---|
| CTS | 0.896 | 0.603 | 1.01 |
| global route | 0.934 | 0.645 | 1.02 |
| finish | 0.886 | 0.596 | 1.01 |
## synthesized netlist by cell type (all sizes together) (2+ instances only)
cell type	count
xor2	2
and3	12
a2111oi	2
nor3	16
nand2	2
a21oi	3
dfxtp	13
buf	10
mux2	8
nand2b	3
mux4	32
edfxtp	128
ha	4
nor2b	4
nand3	6
nor2	12
or2	14
inv	8
clkbuf	18
a221o	8
a211oi	2
mux2i	8
o21ai	2
and2	122
## registers in the layout (all words and copies together), names as in the netlist
| register | flops |
|---|---|
| data_out | 8 |
| pointer | 5 |
| mem | 128 |
## final cells by class
type	instances	share of cell area, %
clock buffers	18	5.585
repair buffers	24	3.028
flip-flops and latches	141	53.40
well taps	220	3.582
inverters	8	0.4559
multi-input cells	275	31.73
clock inverters	14	2.214
## cells by family (layout without fill, tap and decap cells)
logic type,after synthesis,count (layout),synth area share [%]
simple gates,197,197,18.06
flops,141,141,61.08
buf+inv,36,64,2.737
xor+xnor,2,2,0.2608
mux,48,48,14.04
compound gates,24,24,3.073
fa+ha+maj,4,4,0.7449
Power is estimated from default activity; no workload was simulated.
